--- /design/flow/config.mk ---
export PLATFORM = sky130hd
export DESIGN_NAME = mips
export DESIGN_NICKNAME = mips
export VERILOG_FILES = /design/flow/design.v
export SDC_FILE = /design/flow/constraint.sdc
export NUM_CORES = 4
export LEC_CHECK = 1
export CORE_AREA = 10 10 110 110
export DIE_AREA = 0 0 120 120
export SYNTH_HDL_FRONTEND = slang
--- /design/flow/constraint.sdc ---
current_design mips

set clk_period 6.3
set clk_io_pct 0.2

create_clock -name clk0 -period $clk_period [get_ports {clk}]

set non_clock_inputs [all_inputs -no_clocks]
set_input_delay [expr $clk_period * $clk_io_pct] -clock clk0 $non_clock_inputs
set_output_delay [expr $clk_period * $clk_io_pct] -clock clk0 [all_outputs]
--- /design/flow/design.v ---
module alu #(parameter W = 32 ) (
    input signed [W-1 : 0 ] SrcA,
    input signed [W-1 : 0 ] SrcB,
    input [2 : 0 ]  ALUControl,
    output reg [W-1 : 0 ] ALUResult,
    output wire  Zero
);
assign  Zero = (ALUResult == 0);
always @(*) begin
    case (ALUControl)
    3'b000: begin  
        ALUResult = SrcA & SrcB;    
    end
    3'b001: begin  
        ALUResult = SrcA | SrcB;
    end
    3'b010: begin  
       ALUResult = SrcA + SrcB;
    end
    3'b011: begin  
        ALUResult = 0;
    end
    3'b100: begin  
        ALUResult =  SrcA & ~SrcB;
    end
    3'b101: begin  
        ALUResult =  SrcA | ~SrcB;
    end
    3'b110: begin  
       ALUResult = SrcA - SrcB;
    end
    3'b111: begin  
       ALUResult = SrcA < SrcB ? 1 : 0;
    end
    endcase
end
endmodule  
module cotroller (
    input [5: 0 ] op,
    input [5: 0 ] funct,
    output MemtoReg,  
    output MemWrite,  
    output [2:0] ALUControl,  
    output  ALUSrc,  
    output  ImmSign, 
    output  RegWrite,  
    output  RegDst,  
    output wire BeqFlag,  
    output wire BneFlag,  
    output  Jump    
);
wire [1 : 0] ALUOp;
maindec  maindec_inst (
    .op(op),
    .MemtoReg(MemtoReg),
    .MemWrite(MemWrite),
    .ALUSrc(ALUSrc),
    .RegWrite(RegWrite),
    .RegDst(RegDst),
    .BeqFlag(BeqFlag),
    .BneFlag(BneFlag),
    .Jump(Jump),
    .ALUOp(ALUOp)
  );
  aludec  aludec_inst (
    .ALUOp(ALUOp),
    .funct(funct),
    .ImmSign(ImmSign),
    .ALUControl(ALUControl)
  );
endmodule  
module maindec(
    input [5 : 0] op,
    output reg MemtoReg,  
    output reg MemWrite,  
    output reg ALUSrc,  
    output reg RegWrite,  
    output reg RegDst,  
    output wire BeqFlag,  
    output wire BneFlag,  
    output reg Jump,    
    output reg [1 : 0] ALUOp
);
assign BeqFlag = op == 6'b000100;
assign BneFlag = op == 6'b000101;
always @(*) begin
    case ( op )
    default   : begin RegWrite = 0; RegDst = 0 ;  ALUSrc = 0;    MemtoReg = 0; MemWrite = 0; ALUOp = 2'b00; Jump=0;       end  
    6'b000000 : begin RegWrite = 1; RegDst = 1 ;  ALUSrc  = 0;  MemWrite = 0; MemtoReg = 0;  ALUOp = 2'b10; Jump=0;  end  
    6'b100011 : begin RegWrite = 1; RegDst = 0 ;  ALUSrc  = 1;  MemWrite = 0; MemtoReg = 1;  ALUOp = 2'b00; Jump=0;  end  
    6'b101011 : begin RegWrite = 0; RegDst = 0 ;  ALUSrc  = 1;  MemWrite = 1; MemtoReg = 0;  ALUOp = 2'b00; Jump=0;  end  
    6'b000100 : begin RegWrite = 0; RegDst = 0 ;  ALUSrc  = 0;  MemWrite = 0; MemtoReg = 0;  ALUOp = 2'b01; Jump=0;  end  
    6'b001000 : begin RegWrite = 1; RegDst = 0 ;  ALUSrc  = 1;  MemWrite = 0; MemtoReg = 0;  ALUOp = 2'b00; Jump=0;  end  
    6'b000010 : begin RegWrite = 0; RegDst = 0 ;  ALUSrc  = 0;  MemWrite = 0; MemtoReg = 0;  ALUOp = 2'bxx; Jump=1;  end  
    6'b001101 : begin RegWrite = 1; RegDst = 0 ;  ALUSrc  = 1;  MemWrite = 0; MemtoReg = 0;  ALUOp = 2'b11;  Jump=0;     end  
    6'b000101 : begin RegWrite = 0; RegDst = 0 ;  ALUSrc  = 0;  MemWrite = 0; MemtoReg = 0;  ALUOp = 2'b01;  Jump=0;     end  
    endcase
end
endmodule  
module aludec(
    input [1 : 0] ALUOp,
    input [5 : 0] funct,
    output reg ImmSign, 
    output  reg [2:0] ALUControl
);
always @(*) begin
    case (ALUOp)
    default : begin ALUControl = 3'b000; ImmSign = 0; end  
    2'b00   : begin ALUControl = 3'b010; ImmSign = 1; end 
    2'b01   : begin ALUControl = 3'b110; ImmSign = 1; end 
    2'b10   : case (funct)
                 default  :  begin ALUControl = 3'b000; ImmSign = 0; end  
                 6'b100000 : begin ALUControl = 3'b010; ImmSign = 1; end   
                 6'b100010 : begin ALUControl = 3'b110; ImmSign = 1; end  
                 6'b100100 : begin ALUControl = 3'b000; ImmSign = 0; end  
                 6'b100101 : begin ALUControl = 3'b001; ImmSign = 0; end   
                 6'b101010 : begin ALUControl = 3'b111; ImmSign = 0; end   
               endcase
    2'b11   : ALUControl = 3'b001;
    endcase
end
endmodule  
module dmem 
(
    input clk,
    input rstn,
    input WE,
    input [31 : 0] din,
    input [31: 0] addr,
    output reg [31 : 0] dout
);
reg  [31 : 0] mem [63 : 0];
wire [31 : 0] addr_by_4 = { 2'b00 , addr[31 : 2] };  
always @(negedge clk or negedge rstn) begin 
    if ( !rstn ) begin :sram_init
        integer i;
        for ( i = 0 ; i < 64 ; i = i + 1 ) begin
          mem[i] <= 0;
        end
    end
    else begin 
       if(WE)      mem[addr_by_4] <= din;
    end
end
always @(posedge clk or negedge rstn ) begin
    if(!rstn) dout <=0;
    else   if ( !WE )   dout <= mem [addr_by_4];
end
endmodule
module imem 
(
    input clk,
    input rstn,
    input [31 : 0] addr,
    output reg [31 : 0] dout
);
reg [31 : 0] mem [63 : 0];
wire [31 : 0] addr_by_4 = {2'b00 , addr[31 : 2 ]};  
initial begin  
  $readmemh("memfile2.dat",mem);
end
always @(negedge clk or negedge rstn) begin
  if(!rstn) dout <= mem[0];
  else      dout <= mem[addr_by_4];
end
endmodule
module mips 
(
    input clk,
    input rstn,
    output wire [31:0] pc_dut
);
wire [31:0] instr;
wire [5: 0] op = instr[31:26];
wire [4: 0] rs = instr[25:21];
wire [4: 0] rt = instr[20:16];
wire [4: 0] rd = instr[15 : 11];
wire [4 : 0] shamt = instr [10 :6];
wire [5 : 0] funct = instr [5 : 0];
wire [15: 0] imm = instr[15:0]; 
wire MemtoReg;  
wire MemWrite;  
wire [2:0] ALUControl;  
wire  ALUSrc;  
wire  RegWrite;  
wire  RegDst;  
wire BeqFlag;  
wire BneFlag;  
wire  Jump  ;  
wire ImmSign;  
wire  [31 : 0] immExt_s={ { 16 { imm[15] } }, imm};  
wire [31 : 0] immExt_u={16'b0 , imm};  
wire [31 : 0]  SrcA;  
wire [31 : 0]  SrcB; 
wire[ 31 : 0 ] ALUResult; 
wire Zero;
wire [31:0] RF_RD1;   
wire [31:0] RF_RD2;   
assign SrcA = RF_RD1;    
assign SrcB =ALUSrc ? (ImmSign ? immExt_s : immExt_u) : RF_RD2;  
reg [31 : 0 ] PC;
assign pc_dut = PC;
wire [31 : 0 ] pc_puls_4  = PC + 32'd4 ;
wire [31 : 0 ] pc_jta_imm = immExt_s<<2 ;
wire [31 : 0 ] pc_bta     = pc_puls_4 + pc_jta_imm ;   
wire [31 : 0 ] pc_jta     = { PC[31:28] , instr[25:0] , 2'b0};  
wire           PCSrc      = (BeqFlag & Zero) | (BneFlag & !Zero);    
wire [31 : 0 ] pc_next        = Jump? pc_jta : (PCSrc? pc_bta : pc_puls_4);
always @(negedge clk or negedge rstn)      begin
    if(!rstn)  PC <= 0; 
    else       PC <= pc_next;
end
wire [31 : 0]  ReadData;
wire [31 : 0]  WriteData   = RF_RD2 ;    
wire [31 : 0]  Result; 
assign         Result  = MemtoReg? ReadData : ALUResult;     
wire [4 : 0]   addr_wb = RegDst ? rd : rt;
imem  imem_inst (
    .clk(clk),
    .rstn(rstn),
    .addr(pc_next),  
    .dout(instr)
  );
regfile  regfile_inst (
    .clk(clk),
    .rstn (rstn),
    .WE3(RegWrite),    
    .A1(rs),
    .A2(rt),
    .A3(addr_wb),
    .WD3(Result),   
    .RD1(RF_RD1),
    .RD2(RF_RD2)
  );
alu #(.W(32))
 alu_inst (
    .SrcA(SrcA),
    .SrcB(SrcB),
    .ALUControl(ALUControl),
    .ALUResult(ALUResult),
    .Zero(Zero)
  );
  dmem dmem_inst (
    .clk(clk),
    .rstn (rstn),
    .WE(MemWrite),
    .din(WriteData),
    .addr(ALUResult),
    .dout(ReadData)
  );
  cotroller  cotroller_inst (
    .op(op),
    .funct(funct),
    .MemtoReg(MemtoReg),
    .MemWrite(MemWrite),
    .ALUControl(ALUControl),
    .ALUSrc(ALUSrc),
    .ImmSign(ImmSign),
    .RegWrite(RegWrite),
    .RegDst(RegDst),
    .BeqFlag(BeqFlag),
    .BneFlag(BneFlag),
    .Jump(Jump)
  );
endmodule
module regfile (
    input clk,
    input rstn,
    input WE3,
    input [4 :0] A1,
    input [4 :0] A2,
    input [4 :0] A3,
    input [31 :0] WD3,
    output wire [31 : 0] RD1,
    output wire [31 : 0] RD2
);
reg [31 : 0] regfile [31 : 0] ;
always @(negedge clk or negedge rstn) begin 
    if (!rstn) begin :regfile_init
        integer i;
        for (i=0; i  <32 ; i = i + 1 ) regfile[i] = 0;
    end
   else begin
        if(WE3) regfile[A3] <= WD3;
   end
end
assign RD1 = regfile[A1];
assign RD2 = regfile[A2];
endmodule
--- /design/flow/run.sh ---
#!/bin/bash
# OpenROAD 26Q1-2900-gdf79404cd8, Yosys 0.63+post, stock flow scripts
make -C /OpenROAD-flow-scripts/flow DESIGN_CONFIG=/design/flow/config.mk WORK_HOME=/design/flow/orfs finish
==> results.cfg <==
; physical design summary
[routing]
firstDrtPassIters = 2
wl_per_cell_um = 10.7
via_per_inst = 2.99
vias = 796
diodes = 0
ant_nets = 0
wl_um = 2850
drc = 0
drt_iter0_markers = 29

[logic_synthesis]
synth_cell_type_count = 17
synth_top_cell_by_area = dfrtn_1
yosys-stat-cells = 102
yosys-top-cells-count = dfrtn_1 (26), xnor2_1 (20), nand3_1 (11)
syn_inst = 102
top_area_frac = 0.547
edf_count = 0
top_cells_by_area = dfrtn_1 (55%), xnor2_1 (15%), nand3_1 (4.6%)
flop_cell = dfrtn_1
yosysWarnings = 0
synth_area_per_cell_um2 = 11.7
ys_area_mm2 = 0.00119
synth.most_common_cell = dfrtn_1
async_flop_share = 1.00
ys_ff = 26
syn_area_mm2 = 0.00119
synth_seq_share = 0.547

[clock_network]
insertion_delay_ns = 0.28
postCtsSetupRepairBufs = 0
cts_tree = done
cts_hold_buffers = 0
cts_made_buffers = 3
numClockSinks = 26
cts-root-buf = clkbuf_8
cts.reportedPaths.clkPinSlew_ns = 0.06
clock_path_buffers = 2
ctsResizeCount = 0
cts_max_level = 1

[final_timing]
hold_viol_final = 0
worst_hold_slack_ns = 0.353
setup_slack_ns = 0.541
rsz0062_at_grt = no
tightest_slew_ns = 0.579
slew_viol_final = 0
setup_viol_count_final = 0
skew_ns = 0.00418
tns_ns = 0
slew_headroom = 0.611

[critical_path]
crit_chain = clkdlybuf4s50_1
critPathLaunchType = register
cp_slowest_stage_delay_ns = 0.55
worstReg2RegStart = pc_dut[2]$_DFF_NN0_
critical_path_arrival_ns = 4.50
rr_worst_depth = 5
setup.worst_path.end_class = output pin
critPathTopFamily = flip-flops
crit_type = register to output pin
crit_slowest_cell = dfrtn_1
critical_path_peak_fanout = 6
critPathBufInv = 1
required_ns = 5.04
r2r_slack_ns = 4.40
r2r_end = pc_dut[16]$_DFF_NN0_

[die]
die_area_mm2 = 0.0144
io-pin-count = 34
die_h_um = 120
core_mm2 = 0.00977
rows = 36
initial_utilization = 0.122
fp.dieW_um = 120

[power]
switching_share = 0.190
total_power_mw = 0.313
p_int_mw = 0.254
vdd_drop_max_uv = 115
p_per_area_mw_per_mm2 = 187
p_switching_mw = 0.0595
clock_power_share = 0.451
p_leak_nw = 0.663
p_comb_frac = 0.014
p_seq_frac = 0.535

[place]
dpl.hpwl_um = 2260
place_area_mm2 = 0.00161
dp_slack_ns = 0.850
routabilityCongestion = 0.695
place_inst = 262
port_buffers = 27

[cells_and_area]
layout.cells.non_filler = 266
fin_area_mm2 = 0.00168
areaGrowthSynthToFinish_pct = 41.2
fillers = 1083
drive_above_1_share = 0.0677
finish.utilization = 0.172
largest_reg_flops = 26

[run]
warning_count = 25
max-cap-violations = 0

[worst_hold_path]
min-delay-start = pc_dut[2]$_DFF_NN0_
min_to = pc_dut[2]$_DFF_NN0_
whs_path_depth = 1
hold_class = register to register

[grt]
antenna_found_initial = 0
grtUsageMet1 = 0.0563
grt_pass1_wl_um = 4690
grt_use_met3 = 0.0152
grt_max_degree = 27
grt_pass1_vias = 837
grt-ovfl-total = 0
use_met2 = 0.0612
grt_use_total = 0.0403
busiest_layer = met2

[status]
status = complete, no violations
-- cell type report --
class	count	area, µm²	share of cell area
Clock inverter	1	30.0	0.0179
Inverter	3	11.3	0.00671
Multi-Input combinational cell	72	500	0.298
Tap cell	133	166	0.0992
Clock buffer	3	41.3	0.0246
Timing Repair Buffer	28	278	0.166
Sequential cell	26	651	0.388
-- how the worst max path moves through the flow --
stage / startpoint / to / cells after the start
4_1_cts: pc_dut[7]$_DFF_NN0_ / pc_dut[7] / 1
5_1_grt: pc_dut[7]$_DFF_NN0_ / pc_dut[7] / 1
6_report: pc_dut[7]$_DFF_NN0_ / pc_dut[7] / 1
-- cells by family after synthesis --
| group | after synthesis | synth area share |
|---|---|---|
| other | 1 | 0.00315 |
| DFF | 26 | 0.547 |
| xor gates and xnor gates | 24 | 0.177 |
| adders and majority gates | 1 | 0.0105 |
| buffers and inverters | 9 | 0.0474 |
| and+or+nand+nor | 41 | 0.215 |
-- cell usage in the layout, fill, tap and decap left out --
master	count
and3_1	2
and4_1	1
buf_4	1
bufinv_16	1
clkbuf_8	3
clkdlybuf4s50_1	27
conb_1	6
dfrtn_1	26
ha_1	1
inv_1	3
nand2_1	8
nand3_1	11
nand4_1	8
nand4_4	1
nor2_1	5
nor3_1	2
nor4_4	2
or2_2	1
xnor2_1	20
xor2_1	4
-- power by group through the flow --
stage / Clock, mW / Combinational (mW) / Sequential [mW]
CTS: 0.149 / 0.00495 / 0.168
global route: 0.157 / 0.00556 / 0.168
finish: 0.141 / 0.00436 / 0.168
-- metal layers --
metal / up-vias / routed length, µm
met3: 2 / 192
met5: - / 0
met1: 375 / 1370
li1: 397 / -
met4: 0 / 8
met2: 22 / 1270
Power is estimated from default activity; no workload was simulated.
